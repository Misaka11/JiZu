===== design/flow/run.sh =====
#!/bin/bash
# OpenROAD 26Q1-2900-gdf79404cd8, Yosys 0.63+post, stock flow scripts
make -C /OpenROAD-flow-scripts/flow DESIGN_CONFIG=/design/flow/config.mk WORK_HOME=/design/flow/orfs finish

===== design/flow/config.mk =====
export PLATFORM = sky130hd
export DESIGN_NAME = RFile
export DESIGN_NICKNAME = RFile
export VERILOG_FILES = /design/flow/design.v
export SDC_FILE = /design/flow/constraint.sdc
export NUM_CORES = 4
export LEC_CHECK = 1
export CORE_UTILIZATION = 50

===== design/flow/constraint.sdc =====
current_design RFile

set clk_period 8.0
set clk_io_pct 0.2

create_clock -name clk0 -period $clk_period [get_ports {clk}]

set non_clock_inputs [all_inputs -no_clocks]
set_input_delay [expr $clk_period * $clk_io_pct] -clock clk0 $non_clock_inputs
set_output_delay [expr $clk_period * $clk_io_pct] -clock clk0 [all_outputs]

===== design/flow/design.v =====
module RFile(clk,RegWr,rs,rt,rw,Di,result1,result2);
	input clk,RegWr; 		 	 
	input[4:0] rs,rt,rw;	 
	input[31:0] Di;	    	 
	output[31:0] result1,result2;	 
	reg[31:0] registers[31:0];
	integer i;
	initial begin
		for(i = 0;i<=31; i = i+1)
			registers[i] = 0;
	end
	assign result1 = registers[rs];
	assign result2 = registers[rt];
	always @(negedge clk) begin
		if(RegWr && rw) registers[rw] <= Di;  
	end
endmodule

==> results.txt <==
Notes on the physical implementation.

- The category of the most critical setup path is reg2out, for reference.
- After its last routability iteration, the placer logged a weighted congestion of roughly 0.97.
- The combinational power share is 0.081, for reference.
- Once routing completed, OpenROAD measured the worst setup slack at between 30 and 40 ps.
- The switching power as a share of total power is 0.280, for reference.
- The number of placed I/O pins is 113, for reference.
- The maximum fanout along the worst path is 2, for reference.
- The launching element type of the critical path is a flop, for reference.
- The initial antenna violation count is 3, for reference.
- The maximum vdd drop is approximately 0.19 mV, for reference.
- The power report attributes to the sequential group a share of 0.407.
- The post-layout utilization of the core is 0.633, for reference.
- The average routed wire per standard cell is 25.7 um, for reference.
- Averaged over all synthesized cells, the footprint is 14.4 sq um.
- For reference, the critical path is captured by result1[6].
- The count of mapped cells out of synthesis is between 3k and 4k, for reference.
- The timing report lists the critical path depth as 6 cells.
- The total internal power is roughly 0.011 W, for reference.
- For this design the total switching power over the nets is approximately 0.0042 W.
- Hold repair after CTS inserted 0 buffers.
- The combined flip-flop and latch cell area is approximately 0.031 sq mm, for reference.
- Leaving out buffers and inverters, the combinational logic in the layout accounts for between 0.015 and 0.02 sq mm.
- In this run the deepest clock path goes through 3 buffers.
- Setup repair after global routing could not meet its margin everywhere.
- According to the Yosys statistics, the synthesized design has a chip area of slightly below 0.05 sq mm.
- Warnings raised by the tools during the run amount to about 1.0k.
- Timing analysis after detailed placement gives a worst setup slack of 278 ps.
- The proportion of layout cells with a drive suffix above 1 is 0.117, for reference.
- The via count is around 35k, for reference.
- After global routing the overflow that remains totals 0.
- The clock sink total is between 1k and 1.5k, for reference.
- The largest stage delay on the critical path is 470 ps, for reference.
- According to the floorplan report, the placeable core area is slightly below 0.1 sq mm.
- The die width is approximately 310 um, for reference.
- The number of global-route vias before repair is 38.4k.
- In this run, CTS created clock tree buffers numbering about 110.
- The final hold violation count is 0, for reference.
- The initial detailed-routing violation count is between 2k and 2.5k, for reference.
- The number of rows in the core area is ~110, for reference.
- The first global-routing pass estimated around 220 mm of wire.
- The final layout report lists a filler cell count of 6726.
- Clock tree synthesis selected as its root buffer the cell sky130_fd_sc_hd__clkbuf_16.
- The number of endpoints failing setup at the final stage is 0, for reference.
- Summed over all cells, the static leakage comes to 27.0 nW.
- The total detailed-routing wirelength is 153 mm, for reference.
- The number of buffers and inverters on the critical path is 1, for reference.
- The clock group share of total power is 0.512, for reference.
- The number of vias per cell after detailed routing is 5.86, for reference.
- The pin count of the biggest net entering global routing is ~95, for reference.
- The type of destination of the critical path is an output pin, for reference.
- Per STA, the worst path accumulates the most delay in the family buffers and inverters.
- The tally of yosys warning messages is 1, for reference.
- The worst hold path cell count is 6, for reference.
- After synthesis, the netlist uses 25 different library cells.
- The flow ran to the end, and the final reports show no timing, DRC or antenna violations.
- The cell area after synthesis is slightly below 0.05 sq mm, for reference.
- The headroom to the max-slew limit is 0.410, for reference.
- The synth_stat.txt file lists the number of cells as 3387.
- The required time of the worst setup path is about 6400 ps, for reference.
- In this run the critical path is formed by mux2i_1 > a22o_1 > nor3_2 > a31oi_2 > nand3_1 > clkdlybuf4s50_1.
- Across the run, the number of max-cap violations was 0.
- The worst path arrival time is ~6400 ps, for reference.
- The final HPWL from detailed placement is about 89 mm, for reference.
- registers holds more flip-flops than any other register.
- The type recorded for the worst min-delay path is in2out.
- For the pin with the worst max-slew slack, the measured transition is approximately 900 ps.
- The CTS tree is done, for reference.
- The synthesized design contains about 1k register bits.
- The first-pass iteration count of the detailed router is 6, for reference.
- The layout overhead on the synthesized area is 25.5%, for reference.
- The share of the Yosys chip area taken by registers is 0.631.
- The share of the core area taken by cells at floorplan is 0.504.
- The registers reported with the highest flop counts are registers: 1024 flops.
- The most critical setup path has its startpoint at registers[2][6].
- The remaining antenna violation count after routing is 0, for reference.
- In this run the vertical extent of the chip is about 310 um.
- The number of flip-flops under the largest register name is 1024, for reference.
- Looking at the critical path, the single cell with the biggest stage delay is sky130_fd_sc_hd__clkdlybuf4s50_1.
- The final timing report lists a max-slew violation count of 0.
- The power density over the cells is 243 mW/mm^2, for reference.
- The final routed DRC violation total is 0, for reference.
- The placement report lists the number of port buffers as 112.
- The combined global-route utilization of all metal layers is 0.343, for reference.
- The floorplan die area is 0.0988 sq mm, for reference.
- The clock slew seen by the registers of the worst setup and hold paths is roughly 30 ps, for reference.
- The H-tree was split into 3 levels.
per-stage QoR:
stage	total power (W)	setup TNS (ps)	cells	hold slack [ps]	cell area [sq um]
after global placement	0.00802	0	4733	4530	52200
after floorplan	0.00750	-3520	3418	3460	48900
after global routing	0.0158	-109	5968	4140	61200
final	0.0149	0	5971	4110	61200
after detailed placement	0.00803	0	4733	4530	52200
after CTS	0.0151	-57.4	5962	4370	60800
synthesized netlist by cell type:
master,instances,share of area
sky130_fd_sc_hd__clkbuf_4,4,0.00062
sky130_fd_sc_hd__a22oi_1,192,0.030
sky130_fd_sc_hd__nand2b_1,4,0.00051
sky130_fd_sc_hd__mux2i_1,1024,0.21
sky130_fd_sc_hd__nor3_1,64,0.0066
sky130_fd_sc_hd__nor2b_1,4,0.00051
sky130_fd_sc_hd__conb_1,1,0.000077
sky130_fd_sc_hd__inv_1,1,0.000077
sky130_fd_sc_hd__buf_4,52,0.0080
sky130_fd_sc_hd__nand3b_1,5,0.00077
sky130_fd_sc_hd__nor2_1,34,0.0026
sky130_fd_sc_hd__a31oi_1,64,0.0082
sky130_fd_sc_hd__nand2_1,195,0.015
sky130_fd_sc_hd__a22o_1,128,0.023
sky130_fd_sc_hd__buf_6,37,0.0085
sky130_fd_sc_hd__or2_2,2,0.00026
sky130_fd_sc_hd__or3b_2,3,0.00054
sky130_fd_sc_hd__edfxtp_1,1024,0.63
sky130_fd_sc_hd__nand3_1,194,0.020
sky130_fd_sc_hd__and2_1,2,0.00026
sky130_fd_sc_hd__clkbuf_1,71,0.0055
sky130_fd_sc_hd__or3_1,1,0.00013
sky130_fd_sc_hd__buf_2,79,0.0081
sky130_fd_sc_hd__a21oi_1,192,0.020
sky130_fd_sc_hd__buf_1,10,0.00077
worst min-delay path by stage:
stage,startpoint,to
6_report,rt[1],result2[24]
5_1_grt,rt[1],result2[24]
4_1_cts,rt[1],result2[12]
routing by layer:
layer,global-route usage,vias up,part of all wire
met3,0.259,317,0.16
met4,0.143,10,0.034
li1,-,15814,-
met2,0.463,2082,0.45
met1,0.425,16753,0.35
met5,0.0372,-,0.0044
layout make-up:
type / count / share of cell area
clock buffer: 117 / 0.0478
tap: 1276 / 0.0261
multi-input combinational: 2140 / 0.292
clock inverter: 1115 / 0.0820
antenna: 6 / 0.000245
timing repair buffer: 293 / 0.0497
sequential: 1024 / 0.502
repair_timing:
action	4_1_cts	5_1_grt
pin swaps	35	69
gates resized	136	93
setup buffers	2	4
endpoints found under the setup margin	60	48
cell usage in the layout, fill, tap and decap left out, types with 16 or more instances in the layout:
cell                                 n
sky130_fd_sc_hd__a21oi_1           192
sky130_fd_sc_hd__a22o_1            128
sky130_fd_sc_hd__a22oi_1           191
sky130_fd_sc_hd__a31oi_1            25
sky130_fd_sc_hd__a31oi_2            23
sky130_fd_sc_hd__a31oi_4            16
sky130_fd_sc_hd__buf_12             40
sky130_fd_sc_hd__buf_4             137
sky130_fd_sc_hd__bufinv_16          29
sky130_fd_sc_hd__clkbuf_16         117
sky130_fd_sc_hd__clkdlybuf4s50_1    58
sky130_fd_sc_hd__clkinvlp_2         30
sky130_fd_sc_hd__conb_1             32
sky130_fd_sc_hd__dlygate4sd2_1      18
sky130_fd_sc_hd__dlymetal6s2s_1     29
sky130_fd_sc_hd__edfxtp_1         1024
sky130_fd_sc_hd__inv_1            1048
sky130_fd_sc_hd__mux2i_1          1024
sky130_fd_sc_hd__nand2_1           193
sky130_fd_sc_hd__nand3_1           154
sky130_fd_sc_hd__nand3_2            36
sky130_fd_sc_hd__nor2_4             33
sky130_fd_sc_hd__nor3_1             16
sky130_fd_sc_hd__nor3_2             29
sky130_fd_sc_hd__nor3_4             19
power groups by stage:
stage	combinational (W)	sequential [W]	clock, W
global route	0.00128	0.00606	0.00844
CTS	0.00118	0.00606	0.00781
finish	0.00121	0.00607	0.00762
cells by family (layout without fill, tap and decap cells):
logic type	count (synthesis)	after routing	share of synthesized area
muxes	1024	1024	0.210
DFF	1024	1024	0.631
AOI/OAI and AO/OA	576	576	0.0805
and+or+nand+nor	508	508	0.0471
buffers and inverters	254	1525	0.0316
other	1	38	0.0000769
Power is estimated from default activity; no workload was simulated.

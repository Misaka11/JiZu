[/design/flow/design.v]
module ex_me(clk,ALUout_3,busB_3,rw_3,MemWr_3,MemtoReg_3,RegWr_3,rd_3,
	ALUout_4,busB_4,rw_4,MemWr_4,MemtoReg_4,RegWr_4,rd_4);
	input clk;
	input[31:0] ALUout_3,busB_3;
	input[4:0] rw_3,rd_3;
	input MemWr_3,MemtoReg_3,RegWr_3;
	output reg[31:0] ALUout_4,busB_4;
	output reg[4:0] rw_4,rd_4;
	output reg MemWr_4,MemtoReg_4,RegWr_4;
	initial
	begin
		ALUout_4 = 0;
		busB_4 = 0;
		rw_4 = 0;
		MemWr_4 = 0;
		MemtoReg_4 = 0;
		RegWr_4 = 0;
		rd_4 = 0;
	end
	always @(negedge clk) begin
		ALUout_4 <= ALUout_3;
		busB_4 <= busB_3;
		rw_4 <= rw_3;
		MemWr_4 <= MemWr_3;
		MemtoReg_4 <= MemtoReg_3;
		RegWr_4 <= RegWr_3;
		rd_4 <= rd_3;
	end
endmodule
[/design/flow/config.mk]
export PLATFORM = sky130hd
export DESIGN_NAME = ex_me
export DESIGN_NICKNAME = ex_me
export VERILOG_FILES = /design/flow/design.v
export SDC_FILE = /design/flow/constraint.sdc
export NUM_CORES = 4
export LEC_CHECK = 1
export CORE_UTILIZATION = 40
[/design/flow/constraint.sdc]
current_design ex_me

set clk_period 1.0
set clk_io_pct 0.2

create_clock -name clk0 -period $clk_period [get_ports {clk}]

set non_clock_inputs [all_inputs -no_clocks]
set_input_delay [expr $clk_period * $clk_io_pct] -clock clk0 $non_clock_inputs
set_output_delay [expr $clk_period * $clk_io_pct] -clock clk0 [all_outputs]
[/design/flow/run.sh]
#!/bin/bash
# OpenROAD 26Q1-2900-gdf79404cd8, Yosys 0.63+post, stock flow scripts
make -C /OpenROAD-flow-scripts/flow DESIGN_CONFIG=/design/flow/config.mk WORK_HOME=/design/flow/orfs finish
==> GITHUB_STEP_SUMMARY <==
### Flow metrics

| Metric | Value |
|---|---|
| Yosys stat cell total | roughly 78 |
| Ys Warns | 1 |
| GP Congestion | 0.688 |
| Cell row count | 22 |
| Syn Std Cell Area | around 1500 µm² |
| Die width | approximately 64 µm |
| Top-area cell share | 0.998 |
| Tool error | [ERROR DPL-0036] Detailed placement failed. |
| Cell type with the largest total area | dfxtp_1 |
| Post-synthesis cell count | 78 |
| Run status | aborted with a tool error |
| Port bufs | between 150 and 200 |
| I/O Pins | 155 |
| Netlist cell types | 2 |
| Failing step | detailed placement (3_5_place_dp) |
| Top cells by area | dfxtp_1 (100%), inv_1 (0.24%) |
| Init Core Util | 0.419 |
| Die Height | 64.2 µm |
| Flops after synth | 77 |
| Register area share after synthesis | 0.998 |
| Syn avg cell area | a little under 20 µm² |
| Chip area in the Yosys report | between 1500 and 2000 µm² |
==> kinds of logic after synthesis <==
| family | after synthesis | share of synthesized area |
|---|---|---|
| flip-flops | 77 | 0.998 |
| buffers and inverters | 1 | 0.00243 |
==> synth_stat cells <==
master / number
dfxtp_1: 77
inv_1: 1
==> through the flow <==
step                    cells  hold slack, ps  setup slack [ps]  cell area, µm²  total power (W)
after floorplan            78             728              38.5            1550          0.00377
after global placement    280            1150              -466            3150          0.00437
Power figures rest on the tool's default switching activity, not on a simulated workload.

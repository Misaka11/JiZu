[run.sh]
#!/bin/bash
# OpenROAD 26Q1-2900-gdf79404cd8, Yosys 0.63+post, stock flow scripts
make -C /OpenROAD-flow-scripts/flow DESIGN_CONFIG=/design/flow/config.mk WORK_HOME=/design/flow/orfs finish
[config.mk]
export PLATFORM = sky130hd
export DESIGN_NAME = id_ex
export DESIGN_NICKNAME = id_ex
export VERILOG_FILES = /design/flow/design.v
export SDC_FILE = /design/flow/constraint.sdc
export NUM_CORES = 4
export LEC_CHECK = 1
export CORE_UTILIZATION = 30
[constraint.sdc]
current_design id_ex

set clk_period 1.0
set clk_io_pct 0.2

create_clock -name clk0 -period $clk_period [get_ports {clk}]

set non_clock_inputs [all_inputs -no_clocks]
set_input_delay [expr $clk_period * $clk_io_pct] -clock clk0 $non_clock_inputs
set_output_delay [expr $clk_period * $clk_io_pct] -clock clk0 [all_outputs]
[design.v]
module id_ex(clk,stall,pc_four_2,imm16_2,busA_2,busB_2,rt_2,rd_2,ExtOp_2,ALUSrc_2,RegDst_2,MemWr_2,MemtoReg_2,RegWr_2,MemRead_2,ALUctr_2,rs_2,
	pc_four_3,imm16_3,busA_3,busB_3,rt_3,rd_3,ExtOp_3,ALUSrc_3,RegDst_3,MemWr_3,MemtoReg_3,RegWr_3,MemRead_3,ALUctr_3,rs_3);
	input clk,stall;	
	input[31:0] pc_four_2,busA_2,busB_2;
	input[15:0] imm16_2;
	input[4:0] rt_2,rd_2,rs_2;
	input[2:0] ALUctr_2;
	input ExtOp_2,ALUSrc_2,RegDst_2,MemWr_2,MemtoReg_2,RegWr_2,MemRead_2;
	output reg[31:0] pc_four_3,busA_3,busB_3;
	output reg[15:0] imm16_3;
	output reg[4:0] rt_3,rd_3,rs_3;
	output reg[2:0] ALUctr_3;
	output reg ExtOp_3,ALUSrc_3,RegDst_3,MemWr_3,MemtoReg_3,RegWr_3,MemRead_3;
	initial
	begin
		pc_four_3 = 0;
		imm16_3 = 0;
		busA_3 = 0;
		busB_3 = 0;
		rt_3 = 0;
		rd_3 = 0;
		rs_3 =0;
		ExtOp_3 = 0;
		ALUSrc_3 = 0;
		RegDst_3 = 0;
		MemWr_3  = 0;
		MemtoReg_3 = 0;
		RegWr_3 = 0;
		MemRead_3 =0;
		ALUctr_3 =0;
	end
    always @(negedge clk) begin
    if(stall)
    begin
		ExtOp_3 <= 0;
		ALUSrc_3 <= 0;
		RegDst_3 <= 0;
		MemWr_3  <= 0;
		MemtoReg_3 <= 0;
		RegWr_3 <= 0;
		MemRead_3 <= 0;
		ALUctr_3 <= 0;
    end
    else begin 
		pc_four_3 <= pc_four_2;
		imm16_3 <= imm16_2;
		busA_3 <= busA_2;
		busB_3 <= busB_2;
		rt_3 <= rt_2;
		rd_3 <= rd_2;
		ExtOp_3 <= ExtOp_2;
		ALUSrc_3 <= ALUSrc_2;
		RegDst_3 <= RegDst_2;
		MemWr_3  <= MemWr_2;
		MemtoReg_3 <= MemtoReg_2;
		RegWr_3 <= RegWr_2;
		MemRead_3 <=MemRead_2;
		ALUctr_3 <= ALUctr_2;
		rs_3 <= rs_2;
	end
    end
endmodule
==> impl_metrics.yaml <==
# yosys + openroad results
run_status:
  status: "finished, violations left"
  violations: "setup timing"
min_path:
  hold_class: "input port to flop"
  min-delay-start: "stall"
  hold_path_depth: 3
  whs_endpoint: "ExtOp_3$_SDFF_NP0_"
synthesis:
  synth_cell_types: 7
  ys_seq_share_pct: 97.2
  syn_area_um2: 4130
  ys.flops: 137
  synthMuxAreaShare_pct: 0
  yosys_area_um2: 4130
  synth-compound-area-share_pct: 0
  xor_share_pct: 0
  postSynthAreaPerCell_um2: 27.5
  topCombFamilyByArea: "simple AND/OR/NAND/NOR gates"
  yosysWarnings: 1
  ys_sh_simple_pct: 2.36
  synthCells: 150
  ys_cells: 150
  ys_sh_adder_pct: 0
placement:
  place_congestion: 0.784
  dp_hpwl_mm: 7.46
  port_buffers: 275
  placed_area_um2: 7210
clock_network:
  ctsHoldBuffers: 0
  htreeDepth: 4
  path_clk_slew_ps: 40
  clk_path_buf_depth: 2
  numCtsBuffers: 17
  root_buffer: "clkbuf_16"
  clock-sinks: 137
  cts_tree: "done"
setup_path:
  crit_path_start_kind: "flop"
  worstPathCellList: "buf_2"
  critPathArrivalTime_ps: 1440
  path_class: "flop to output pin"
  end_kind: "output pin"
  path_buffers: 1
  critPathMaxFanout: 1
  slowest_stage: "edfxtp_1"
  cp_top_family: "flip-flops"
  slowest_delay_ps: 370
  required_ps: 800
pwr:
  cellPowerDensity_nw_per_um2: 2000
  pwr-share-seq_pct: 42.6
  p_int_w: 0.0123
  p_sw_w: 0.00387
  clkPwrFrac_pct: 49.2
  switching_share_pct: 23.9
  comb_power_share_pct: 8.1
  p_leak_nw: 3.77
  peakVddDrop_mv: 1.03
routing:
  drt_iter0_markers: 86
  ant_nets: 0
  met1_length_mm: 3.89
  route.met2.wl_mm: 5.90
  dr.max_layer_used: "met4"
  wl_mm: 11.7
  n_antenna_cell: 0
  routedWlPerCell_um: 14.6
  num_vias: 3149
  viasPerCell: 3.94
  dr.pass1.iters: 4
  route.detailed.drc: 0
  met3WireLength_mm: 1.83
global_routing:
  grt_max_degree: 17
  grt_antenna_before_repair: 0
  grt_pass1_wl_mm: 17.6
  overflow: 0
  track_usage_pct: 18.0
  grt_pass1_vias: 3604
floorplan:
  fp.dieW_um: 119
  core_area_um2: 13300
  chip_area_um2: 14200
  initial_utilization_pct: 30.9
  boundaryPins: 276
  row_count: 42
  dieHeight_um: 119
job:
  warning_count: 165
  maxCapViolations: 0
cells_and_area:
  final_area_um2: 8110
  mostFrequentLayoutCell: "inv_1"
  final_cell_mix: "140 x inv_1, 137 x clkdlybuf4s50_1, 137 x buf_2"
  drive_gt1_share_pct: 34.1
  syn_to_final_growth_pct: 96.2
final_timing:
  grt_setup_unrepaired: "true"
  setup_viol: 264
  maxSlewViolCount: 0
  finalHoldViolations: 0
  tns_ps: -98190
  fin_ws_ps: -639
  worst_slew_pin_slew_ps: 182
  slew_headroom_pct: 87.8
==> stage by stage <==
step	total power, W	hold slack, ps	utilization (%)	worst slack, ps	cells
after floorplan	0.00781	799	-	-2080	150
after global routing	0.0174	603	60.7	-701	800
after global placement	0.00927	1260	54.0	-999	609
after CTS	0.0165	604	61.2	-665	799
final	0.0162	627	60.7	-639	800
after detailed placement	0.00927	1260	54.0	-993	609
==> final cells by class <==
| class | count | area, µm² |
|---|---|---|
| Fill cell | 1013 | 5240 |
| Inverter | 1 | 7.51 |
| Tap cell | 176 | 220 |
| Multi-Input combinational cell | 10 | 97.6 |
| Clock buffer | 17 | 425 |
| Timing Repair Buffer | 312 | 2700 |
| Sequential cell | 137 | 4020 |
| Clock inverter | 147 | 639 |
==> synthesized netlist by cell type, drive strengths merged <==
cell type / number / share of area, %
nor2b: 9 / 2.2
buf: 1 / 0.27
and2b: 1 / 0.21
dfxtp: 10 / 4.8
edfxtp: 127 / 92
inv: 2 / 0.18
==> registers in the layout, indices dropped and copies added, names as in the netlist <==
signal / cells
MemRead_3: 1
busA_3: 32
rt_3: 5
rd_3: 5
RegWr_3: 1
MemWr_3: 1
busB_3: 32
ALUSrc_3: 1
ExtOp_3: 1
RegDst_3: 1
pc_four_3: 32
rs_3: 5
imm16_3: 16
MemtoReg_3: 1
ALUctr_3: 3
==> power groups by stage <==
stage / Clock, W / Combinational, W / Sequential (W)
4_1_cts: 0.00825 / 0.00138 / 0.00690
5_1_grt: 0.00901 / 0.00143 / 0.00692
6_report: 0.00796 / 0.00132 / 0.00689
==> worst max-delay path by stage <==
stage                 slack [ps]                  from  cells past startpoint          to
after CTS                   -670  busA_3[20]$_DFFE_NN_                      1  busA_3[20]
after global routing        -700   busA_3[1]$_DFFE_NN_                      1   busA_3[1]
final                       -640  busA_3[20]$_DFFE_NN_                      1  busA_3[20]
==> tightest hold or removal path, delay by kind of cell <==
family                 cells  cell delay, ps
buffers and inverters      2             270
and+or+nand+nor            1              50
==> per-layer routing <==
layer,vias up,track usage [%]
li1,1526,-
met1,1404,20.4
met2,213,25.7
met3,6,14.4
met4,0,6.64
met5,-,0
==> repair_timing <==
action	CTS	global route
gates resized	472	22
endpoints found under the setup margin	274	264
setup buffers	15	12
gates cloned	12	3
==> logic make-up after synthesis <==
kind of cell / count (synthesis)
DFF: 137
and+or+nand+nor: 10
buffers and inverters: 3
Power is estimated from default activity; no workload was simulated.
